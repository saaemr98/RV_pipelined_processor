===== config.mk =====
export PLATFORM = sky130hd
export DESIGN_NAME = branch_comp_module
export DESIGN_NICKNAME = branch_comp_module
export VERILOG_FILES = /design/flow/design.v
export SDC_FILE = /design/flow/constraint.sdc
export NUM_CORES = 4
export LEC_CHECK = 1
export CORE_AREA = 10 10 74 74
export DIE_AREA = 0 0 84 84

===== constraint.sdc =====
current_design branch_comp_module

set clk_period 2.5
set clk_io_pct 0.2

create_clock -name clk0 -period $clk_period

set non_clock_inputs [all_inputs -no_clocks]
set_input_delay [expr $clk_period * $clk_io_pct] -clock clk0 $non_clock_inputs
set_output_delay [expr $clk_period * $clk_io_pct] -clock clk0 [all_outputs]

===== design.v =====
module branch_comp_module
    (
        input wire [31:0] input1,
        input wire [31:0] input2,
        input wire BrUn,
        output reg BrEq,
        output reg BrLT
    );
    always @ (*) begin
        if (BrUn == 1) begin
            if (input1 < input2) begin
                BrEq = 0;
                BrLT = 1;
            end
            else if (input1 == input2) begin
                BrEq = 1;
                BrLT = 0;
            end
            else begin
                BrEq = 0;
                BrLT = 0;
            end   
        end
        else begin
            if ($signed(input1) < $signed(input2)) begin
                BrEq = 0;
                BrLT = 1;
            end
            else if (input1 == input2) begin
                BrEq = 1;
                BrLT = 0;
            end
            else begin
                BrEq = 0;
                BrLT = 0;
            end   
        end
    end
endmodule

===== run.sh =====
#!/bin/bash
# OpenROAD 26Q1-2900-gdf79404cd8, Yosys 0.63+post, stock flow scripts
make -C /OpenROAD-flow-scripts/flow DESIGN_CONFIG=/design/flow/config.mk WORK_HOME=/design/flow/orfs finish

==> highlights.md <==
### Global routing
• via count of the first global-routing pass: 1,101
• number of antenna violations at the first check in global routing: 0
• global routing usage summed across all routing layers: 7.69%
• wire length of the first global-routing pass: 4820 microns
• Remaining Overflow, GRT: 0
• pin count of the biggest net entering global routing: 4

### Power
• Leak: 0.892 nW
• peak supply drop: 0.0000590 V
• Cell Pwr Density: 156 nW/um^2
• Power Total: 0.303 mW

### Critical path
• maximum net fanout on the critical path: 3
• critical path endpoint category: output port
• arrival time at the worst endpoint: 1.92 ns
• cell type of the slowest stage on the worst timing path: a221oi_4
• kind of cell adding the most delay to the critical path: AND-OR/OR-AND gates
• Worst setup SP type: primary input
• sum of buffers and inverters on the critical path: 2
• chain of cells forming the critical path: dlygate4sd2_1 -> ha_4 -> a21oi_2 -> o21ai_2 -> a221oi_4 -> nand2_1 -> o21a_1 -> buf_2
• path type of the worst setup path: primary input to output port
• slowest cell delay on critical path: 0.34 ns
• required time of the critical path: 2.00 ns

### Cells and area
• Layout fillers: 394
• post-layout instance count excluding filler cells: 250
• share of post-route cells with drive strength above 1: 50.0%
• clock buffer count in the final layout: 0
• Layout area overhead: 118%
• utilization after layout: 48.9%
• FF+latch area: 0 sq um
• number of sequential storage elements: 0
• final instance area: 1940 sq um

### Drt
• total inserted antenna cells: 0
• post-detailed-route wirelength per cell: 11.6 microns
• count of antenna-violating nets left after detailed routing: 0
• Vias: 1,042
• DR iter-0 viols: 9
• first-pass iteration count of the detailed router: 4
• routed wire length: 2900 microns
• via/cell ratio: 4.17
• DRC viols: 0

### Place
• Place WS: -0.699 ns
• DP HPWL: 2470 microns
• number of port buffers: 67
• Placement Cell Area: 1660 sq um
• final weighted congestion in routability-driven placement: 0.753
• total instance count after detailed placement: 247

### Synth
• synthesis area per yosys: 888 sq um
• Syn. warnings: 1
• count of unique library cells instantiated by Yosys: 22
• cell taking the most area after synthesis: ha_1
• library cell with the highest instance count after synthesis: inv_1
• sequential cell area fraction in the yosys report: 0%
• synthesized instance count: 125
• most frequent cells after synthesis: inv_1 (34), ha_1 (32), nand2_1 (15)
• Avg Cell Area, Syn: 7.11 sq um
• Synth area leaders: ha_1 (45%), inv_1 (14%), a21oi_1 (6.8%), nand2_1 (6.3%), a221oi_2 (3.4%)
• Synth Cell Area: 888 sq um
• total cells reported by yosys after synthesis: 125
• area share of the leading cell type in the synthesized netlist: 45.1%

### Timing
• count of endpoints failing hold in the final timing report: 0
• setup ws final: 0.0801 ns
• max frequency: 413 MHz
• setup total negative slack: 0 ns
• setup violators final: 0
• final period demand of the worst path: 2.42 ns
• slew at the pin closest to its max-slew limit: 0.288 ns
• worst slew margin relative to its limit: 80.6%
• final worst hold slack: 1.54 ns
• number of max-slew violations in the final report: 0
• Final Cycle Share: 96.8%

### Clocking
• post-cts hold-fix buffer tally: 0

### Hold path
• worst hold path endpoint: BrEq
• worst hold path stage count: 6
• hold_sp: input1[15]
• Tightest Hold Check Type: primary input to output port

### Job
• number of warning messages in the logs: 32
• max-capacitance violation count: 0

### Floorplan
• number of rows in the core area: 23
• starting utilization of the core area: 22.4%
• area of the chip: 7060 sq um
• width of the chip: 84 microns
• Die Span Y: 84 microns
• Core Footprint: 3970 sq um
• Top-Level Pins: 67

### Status
• outcome: finished, final reports clean

how the worst max path moves through the flow:
stage | startpoint | to | slack, ns | depth (start not counted)
6_report | input1[17] | BrEq | 0.08 | 8
5_1_grt | input2[21] | BrLT | -0.007 | 9
4_1_cts | input2[24] | BrLT | 0.001 | 9
kinds of logic (layout without fill, tap and decap cells):
family | after synthesis | after routing | share of synthesized area [%]
AOI/OAI and AO/OA | 28 | 28 | 20.7
adders and majority gates | 32 | 32 | 45.1
buffers and inverters | 34 | 109 | 14.4
and+or+nand+nor | 31 | 31 | 19.9
timing repair:
action	CTS	global route
gates resized	132	57
buffers inserted	3	0
setup endpoints to repair	2	2
pin swaps	43	33
hold endpoints to repair	0	0
where the power goes:
| group | total, mW | switching, mW | internal, mW | leakage (nW) |
|---|---|---|---|---|
| registers | 0 | 0 | 0 | 0 |
| logic | 0.303 | 0.129 | 0.174 | 0.892 |
| clock network | 0 | 0 | 0 | 0 |
final cells by class:
cell class	count	area [sq um]	area share, %
inverters	34	128	6.58
multi-input cells	91	1160	59.7
well taps	50	62.6	3.22
repair buffers	75	592	30.5
layer usage:
| layer | GRT usage, % | vias to the layer above | routed length (microns) |
|---|---|---|---|
| met3 | 2.17 | 0 | 243 |
| met1 | 10.4 | 435 | 1380 |
| li1 | - | 572 | - |
| met4 | 0 | 0 | 0 |
| met2 | 12.5 | 35 | 1280 |
| met5 | 0 | - | 0 |
cell usage in the layout (no fill, tap or decap), types with 2 or more instances in the layout:
master | synthesis | routed
a21o_1 | 3 | 3
a21oi_1 | 12 | 8
a21oi_2 | 1 | 4
buf_2 | 0 | 2
buf_4 | 0 | 8
clkbuf_2 | 0 | 21
clkdlybuf4s15_1 | 0 | 16
clkdlybuf4s50_1 | 0 | 9
dlygate4sd2_1 | 0 | 19
ha_1 | 32 | 6
ha_4 | 0 | 25
inv_1 | 34 | 11
inv_2 | 0 | 23
nand2_1 | 15 | 9
nand2_2 | 0 | 5
nand3_1 | 3 | 3
nand4_1 | 2 | 2
nand4_4 | 1 | 2
nor2_1 | 5 | 5
o21a_1 | 2 | 2
o21ai_1 | 2 | 2
o21ai_2 | 0 | 2
Power is estimated from default activity; no workload was simulated.
